$ cat ./design.v
`timescale 1ns/1ps
module scoring_matrix #(
  parameter int N = 10
) (
  input  logic                   clk,
  input  logic                   rst_n,
  input  logic [N-1:0][1:0]       data_in,
  input  logic [N-1:0]            data_valid,
  output logic                    done,
  output logic [N-1:0][N-1:0][1:0] matrix_out
);
  logic [N-1:0] written_mask;
  always_ff @(posedge clk or negedge rst_n) begin
    if (!rst_n) begin
      done         <= 1'b0;
      written_mask <= '0;
      for (int r = 0; r < N; r++) begin
        for (int c = 0; c < N; c++) begin
          matrix_out[r][c] <= 2'b00;
        end
      end
    end else begin
      if (done && (data_valid != '0)) begin
        done         <= 1'b0;
        written_mask <= '0;
      end
      if (data_valid != '0) begin
        for (int c = 0; c < N; c++) begin
          if (data_valid[c]) begin
            for (int r = 0; r < N; r++) begin
              matrix_out[r][c] <= data_in[r];
            end
          end
        end
        if (done && (data_valid != '0)) begin
          written_mask <= data_valid;
        end else begin
          written_mask <= written_mask | data_valid;
        end
      end
      begin
        logic [N-1:0] next_mask;
        if (done && (data_valid != '0)) begin
          next_mask = data_valid;
        end else begin
          next_mask = written_mask | data_valid;
        end
        if (next_mask == {N{1'b1}}) begin
          done <= 1'b1;
        end
      end
    end
  end
endmodule
$ cat ./run.sh
#!/bin/bash
# OpenROAD 26Q1-2900-gdf79404cd8, Yosys 0.63+post, stock flow scripts
make -C /OpenROAD-flow-scripts/flow DESIGN_CONFIG=/design/flow/config.mk WORK_HOME=/design/flow/orfs finish
$ cat ./config.mk
export PLATFORM = sky130hd
export DESIGN_NAME = scoring_matrix
export DESIGN_NICKNAME = scoring_matrix
export VERILOG_FILES = /design/flow/design.v
export SDC_FILE = /design/flow/constraint.sdc
export NUM_CORES = 4
export LEC_CHECK = 1
export CORE_UTILIZATION = 50
export SYNTH_HDL_FRONTEND = slang
$ cat ./constraint.sdc
current_design scoring_matrix

set clk_period 2.5
set clk_io_pct 0.2

create_clock -name clk0 -period $clk_period [get_ports {clk}]

set non_clock_inputs [all_inputs -no_clocks]
set_input_delay [expr $clk_period * $clk_io_pct] -clock clk0 $non_clock_inputs
set_output_delay [expr $clk_period * $clk_io_pct] -clock clk0 [all_outputs]
==> impl_metrics.json <==
{
  "clk_pin_slew_ps": 60,
  "cp_slowest_cell": "or4_4",
  "p_leak_nw": 4.627,
  "max_freq_mhz": 466.9,
  "cts_resized": 0,
  "postSynthAreaPerCell_sq_um": 17.26,
  "status": "completed",
  "slew-limit-headroom_pct": 53.29,
  "path_class": "input pin to flop",
  "ys_seq_share_pct": 67.98,
  "ys_cells": 450,
  "gp_congestion": 0.7633,
  "ios": 233,
  "comb_power_share_pct": 15.7,
  "antenna_left": 0,
  "final.min_clock_period_ps": 2142,
  "layout-drive-gt1-share_pct": 34.87,
  "grtUsageTotal_pct": 25.22,
  "grt_pass1_vias": 4970,
  "path_buffers": 2,
  "crit_path_cell_trace": "clkdlybuf4s50_1 -> or4_4 -> o41ai_4 -> buf_4 -> a21o_1 -> nand4_1 -> o31ai_2",
  "grt_max_degree": 87,
  "yosys_area_sq_mm": 0.007767,
  "hold_ws_ps": 48.10,
  "via_per_inst": 5.319,
  "drc": 0,
  "grt_antenna_before_repair": 2,
  "insertion_delay_ps": 490,
  "cts_num_sinks": 211,
  "fp.dieW_um": 126.6,
  "cts_tree": "built",
  "die_y_um": 126.6,
  "synthesis.instances": 450,
  "clockRootBuffer": "clkbuf_16",
  "post_cts_buffers": 0,
  "place_hpwl_um": 11450,
  "synth.distinct_cells": 12,
  "setup_ws_ps": 358.0,
  "crit_path_max_incr_delay_ps": 590,
  "path_max_fanout": 10,
  "rows": 45,
  "ys.warnings.count": 0,
  "peakVddDrop_v": 0.0007097,
  "diodes": 0,
  "hold_viol": 0,
  "synth_flops": 211,
  "vias": 4798,
  "powerDensity_mw_per_mm2": 758.8,
  "post-route-period-util_pct": 85.68,
  "initCoreUtil_pct": 51.09,
  "arrival_ps": 2540,
  "drtIter0Drc": 129,
  "cp-start-kind": "input pin",
  "grt_first_pass_wirelength_um": 28970,
  "cts_made_buffers": 22,
  "lay_top_cells": "231 x clkdlybuf4s50_1, 211 x dfrtp_1, 200 x mux2_2, 23 x clkbuf_16, 11 x buf_4",
  "pwr-share-seq_pct": 47.1,
  "final.fill_count": 954,
  "lay_top_count": "clkdlybuf4s50_1",
  "clkPwrFrac_pct": 37.2,
  "clock_path_buffers": 3,
  "rsz0062_at_grt": "false",
  "cts_hold_buf": 0,
  "hold_class": "input pin to async pin",
  "drv_cap": 0,
  "port_buffers": 232,
  "endpoint_kind": "flop",
  "cts_max_level": 1,
  "overflow": 0,
  "worstPathRequired_ps": 2900,
  "dr.pass1.iters": 4,
  "p_int_mw": 6.589,
  "switching_share_pct": 21.74,
  "post-place-ws_ps": -94.76,
  "warning_count": 26,
  "core_area_sq_mm": 0.01520,
  "clock_skew_ps": 8.810,
  "synth_area_sq_mm": 0.007767,
  "finalSetupViolCount": 0,
  "area_growth_pct": 42.85,
  "worst_slew_pin_slew_ps": 700.6,
  "total_power_mw": 8.420,
  "routedWlPerCell_um": 20.05,
  "dieArea_sq_mm": 0.01604,
  "p_switching_mw": 1.831,
  "wl_um": 18080,
  "slew_violations": 0,
  "cp_top_family": "simple AND/OR/NAND/NOR gates"
}
==> power groups by stage <==
stage     registers [mW]  clock network [mW]  logic, mW
4_1_cts             3.97                3.20       1.34
6_report            3.97                3.13       1.32
5_1_grt             4.02                3.36       1.43
==> final timing paths <==
kind	start	to	slack (ps)	depth (start not counted)
max	data_valid[6]	done	360	7
min	rst_n	matrix_out[176]	50	1
max reg2reg	done	done	1180	5
min reg2reg	written_mask[8]	written_mask[8]	480	1
max in group asynchronous	rst_n	matrix_out[187]	1710	2
min in group clk0	written_mask[8]	written_mask[8]	480	1
==> synth_stat cells <==
cell type	count	share of area (%)
dfrtp_1	211	68
mux2_2	200	29
buf_1	16	0.77
a21o_1	10	0.97
clkbuf_1	4	0.19
nand2_1	2	0.097
nand4_1	2	0.16
nor4_1	1	0.081
o31ai_2	1	0.16
o41ai_4	1	0.35
or4_1	1	0.097
or4_4	1	0.14
==> sequential cells by signal, indices dropped and copies added, names as in the netlist <==
register,flops
matrix_out,200
written_mask,10
done,1
==> through the flow <==
step	std cells	util [%]	setup TNS (ps)	instance area (sq um)
floorplan	450	-	0	7767
global placement	864	68.39	-36.82	10400
detailed placement	864	68.39	-94.76	10400
CTS	902	72.99	0	11100
global route	902	72.99	0	11100
finish	902	72.99	0	11100
==> per-layer routing <==
layer	vias to the layer above	part of all wire, %	wire, um	global-route usage, %
met5	-	0.088	16	0
met4	2	1.5	279	3.260
met3	22	9.1	1645	8.595
met2	159	47	8467	37.37
met1	2507	42	7673	40.16
li1	2108	-	-	-
==> worst register-to-register path: stages (launching register included) <==
cell	delay, ps
dfrtp_1	430
o41ai_4	70
buf_4	220
a21o_1	160
nand4_1	130
o31ai_2	230
==> cells by family after synthesis <==
kind of cell           count (synthesis)  synth area share [%]
flip-flops                           211                 67.98
multiplexers                         200                 28.99
AND-OR/OR-AND                         12                 1.482
AND/OR/NAND/NOR                        7                0.5800
buffers and inverters                 20                0.9665
==> cell type report <==
class	count	area (sq um)	share of cell area (%)
tap	188	235.2	2.120
sequential	211	5280	47.59
clock buffer	33	643.1	5.796
clock inverter	5	56.30	0.5074
timing repair buffer	246	2469	22.25
multi-input combinational	219	2412	21.74
No activity file was given, so power comes from the tool's default toggle rates.
