[design.v]
module pe #(
  parameter int SCORE_W = 8     
)(
  input  logic                         clk,
  input  logic                         rst_n,
  input  logic                         compute_en,     
  input  logic                         clear_en,       
  input  logic                         in_valid,       
  input  logic                          read_load_en,
  input  logic       [1:0]              read_base_in,
  input  logic       [1:0]              ref_base_in,
  input  logic signed [SCORE_W-1:0]     in1_up,        
  input  logic signed [SCORE_W-1:0]     in2_diag,      
  output logic signed [SCORE_W-1:0]     out1,          
  output logic signed [SCORE_W-1:0]     out2,          
  output logic                          out_valid,
  output logic        [1:0]             dir,           
  output logic signed [SCORE_W-1:0]     pe_score      
);
  logic        [1:0]         read_r;
  logic        [SCORE_W-1:0] out1_r, out2_r;
  logic signed [SCORE_W-1:0] cand_diag, cand_up, cand_left;
  logic signed [SCORE_W-1:0] best_raw;
  logic signed [SCORE_W-1:0] best;
  logic        [1:0]         best_dir;
  logic signed [SCORE_W-1:0]     match_score;
  logic signed [SCORE_W-1:0]     gap_penalty;   
  always_comb begin
    match_score    = 8'sd9;     
    gap_penalty    = 8'sd5;     
  end
  always_comb begin
    if (compute_en) begin
      cand_diag = (ref_base_in == read_r) ? in2_diag + match_score : in2_diag - match_score;
      cand_up   = in1_up   - gap_penalty;
      cand_left = out1_r  - gap_penalty;
      best_raw = cand_diag;
      if (cand_up   > best_raw) best_raw = cand_up;
      if (cand_left > best_raw) best_raw = cand_left;
      if (!in_valid || (best_raw <= 0)) begin
        best     = '0;
        best_dir = 2'd0;  
      end else begin
        best = best_raw;
        if (cand_diag == best_raw)      
          best_dir = 2'd1;  
        else if (cand_up == best_raw)   
          best_dir = 2'd2;  
        else                            
          best_dir = 2'd3;  
      end
    end else begin
      best     = '0;
      best_dir = 2'd0;
    end
  end
  always_ff @(posedge clk) begin
    if (!rst_n) begin
      read_r       <= '0;
      out1_r       <= '0;
      out2_r       <= '0;
    end else begin
      read_r       <= read_base_in;
      out1_r       <= '0;
      out2_r       <= '0;
      if (read_load_en) begin
        read_r     <= read_base_in;
      end
      if (clear_en) begin
        out1_r      <= '0;
        out2_r      <= '0;
      end else if (compute_en) begin
        out2_r      <= out1_r;
        out1_r      <= best;
      end
    end
  end
  assign out1      = out1_r;
  assign out2      = out2_r;
  assign out_valid = in_valid;
  assign dir       = best_dir;
  assign pe_score  = best;
endmodule
module systolic #(
  parameter int N       = 5,
  parameter int SCORE_W = 8
)(
  input  logic                         clk,
  input  logic                         rst_n,
  input  logic                         compute_en,
  input  logic                         clear_en,
  input  logic                         read_load_en,
  input  logic       [1:0]             read_base_in [N],
  input  logic                         ref_valid_in,
  input  logic       [1:0]             ref_in,
  output logic signed [SCORE_W-1:0]     pe_score [N],
  output logic       [1:0]              pe_dir   [N],
  output logic                          pe_valid [N]
);
  logic [1:0] ref_pipe [N];
  logic       v_pipe   [N];
  logic [1:0]        ref_to_pe [N];
  logic              v_to_pe   [N];
  always_comb begin
    ref_to_pe[0] = ref_in;
    v_to_pe[0]   = ref_valid_in;
  end
  genvar gi;
  generate
    for (gi = 1; gi < N; gi++) begin 
      assign ref_to_pe[gi] = ref_pipe[gi];
      assign v_to_pe[gi]   = v_pipe[gi];
    end
  endgenerate
  always_ff @(posedge clk) begin
    ref_pipe[1] <= ref_in;
    v_pipe[1]   <= ref_valid_in;
    if (!rst_n) begin
      for (int k = 1; k < N; k++) begin
        ref_pipe[k] <= '0;
        v_pipe[k]   <= 1'b0;
      end
    end else if (clear_en) begin
      for (int k = 1; k < N; k++) begin
        ref_pipe[k] <= '0;
        v_pipe[k]   <= 1'b0;
      end
    end else if (compute_en) begin
      for (int k = N-1; k >= 2; k--) begin
        ref_pipe[k] <= ref_pipe[k-1];
        v_pipe[k]   <= v_pipe[k-1];
      end
    end
  end
  logic signed [SCORE_W-1:0] in1_up   [N];
  logic signed [SCORE_W-1:0] in2_diag [N];
  logic signed [SCORE_W-1:0] out1     [N];
  logic signed [SCORE_W-1:0] out2     [N];
  generate
    for (gi = 0; gi < N; gi++) begin 
      if (gi == 0) begin
        assign in1_up[gi]   = '0;
        assign in2_diag[gi] = '0;
      end else begin
        assign in1_up[gi]   = out1[gi-1];
        assign in2_diag[gi] = out2[gi-1];
      end
    end
  endgenerate
  generate
    for (gi = 0; gi < N; gi++) begin 
      pe #(.SCORE_W(SCORE_W)) u_pe (
        .clk         (clk),
        .rst_n       (rst_n),
        .compute_en  (compute_en),
        .clear_en    (clear_en),
        .in_valid    (v_to_pe[gi]),
        .read_load_en(read_load_en),
        .read_base_in(read_base_in[gi]),
        .ref_base_in (ref_to_pe[gi]),
        .in1_up      (in1_up[gi]),
        .in2_diag    (in2_diag[gi]),
        .out1        (out1[gi]),
        .out2        (out2[gi]),
        .out_valid   (pe_valid[gi]),
        .dir         (pe_dir[gi]),
        .pe_score    (pe_score[gi])
      );
    end
  endgenerate
endmodule
[run.sh]
#!/bin/bash
# OpenROAD 26Q1-2900-gdf79404cd8, Yosys 0.63+post, stock flow scripts
make -C /OpenROAD-flow-scripts/flow DESIGN_CONFIG=/design/flow/config.mk WORK_HOME=/design/flow/orfs finish
[config.mk]
export PLATFORM = sky130hd
export DESIGN_NAME = systolic
export DESIGN_NICKNAME = systolic
export VERILOG_FILES = /design/flow/design.v
export SDC_FILE = /design/flow/constraint.sdc
export NUM_CORES = 4
export LEC_CHECK = 1
export CORE_UTILIZATION = 50
export SYNTH_HDL_FRONTEND = slang
[constraint.sdc]
current_design systolic

set clk_period 9.9
set clk_io_pct 0.2

create_clock -name clk0 -period $clk_period [get_ports {clk}]

set non_clock_inputs [all_inputs -no_clocks]
set_input_delay [expr $clk_period * $clk_io_pct] -clock clk0 $non_clock_inputs
set_output_delay [expr $clk_period * $clk_io_pct] -clock clk0 [all_outputs]
==> flow_metrics.env <==
# implementation run metrics
export IMPL_status="finished clean"
export IMPL_power_w=0.00176
export IMPL_xor_share=0.145
export IMPL_drc=0
export IMPL_crit_top_cell="ha_1"
export IMPL_synthFlopType="dfxtp_1"
export IMPL_finalSetupViolations=0
export IMPL_die_area_sq_um=19200
export IMPL_worst_pin_slew_ns=0.731
export IMPL_cp_data_arrival_time_ns=7.31
export IMPL_cts_tree="yes"
export IMPL_worst_path_max_fanout=8
export IMPL_routed_via_count=8173
export IMPL_relSlewSlack=0.511
export IMPL_yosysCellCount=1141
export IMPL_syn_area_sq_um=9340
export IMPL_cts_htree_levels=3
export IMPL_reg2regPathDepth=25
export IMPL_fa_ha_area_frac=0.140
export IMPL_routedWlPerCell_um=17.1
export IMPL_clk_latency_ns=0.36
export IMPL_ys_warnings_count=0
export IMPL_ys_sh_mux=0.0384
export IMPL_cp_end_kind="output port"
export IMPL_ys_flops=94
export IMPL_dieHeight_um=139
export IMPL_grt_pass1_vias=7935
export IMPL_nFillCells=1683
export IMPL_drv_cap=0
export IMPL_numCtsBuffers=9
export IMPL_final_setup_skew_ns=0.00781
export IMPL_antenna_left=0
export IMPL_gr_usage_all_layers=0.274
export IMPL_coreArea_sq_um=18100
export IMPL_area_growth_pct=14.1
export IMPL_finalSetupTns_ns=0
export IMPL_critPathLaunchType="flop"
export IMPL_grt_ovfl_total=0
export IMPL_hp_class="reg2reg"
export IMPL_p_leak_nw=4.69
export IMPL_dr_pass1_iters=21
export IMPL_max_freq_ghz=0.108
export IMPL_grt_pass1_wl_um=41000
export IMPL_netlist_instances=1141
export IMPL_cts_root_buf="clkbuf_16"
export IMPL_warnings=34
export IMPL_diodes=0
export IMPL_holdBufCountCts=0
export IMPL_cts_buffer_depth=2
export IMPL_ioPinCount=73
export IMPL_rows=49
export IMPL_port_buffer_count=66
export IMPL_synth_simple_area_share=0.236
export IMPL_path_clk_slew_ns=0.08
export IMPL_dieWidth_um=139
export IMPL_final_core_util=0.587
export IMPL_yosysChipArea_sq_um=9340
export IMPL_final_max_slew_viol_count=0
export IMPL_grt_use_met2=0.456
export IMPL_grt_max_degree=49
export IMPL_hold_violations=0
export IMPL_antenna_found_initial=0
export IMPL_placed_area_sq_um=10300
export IMPL_holdPathStages=1
export IMPL_irDropWorstVdd_uv=96.1
export IMPL_path_class="reg2out"
export IMPL_syn_avg_cell_area_sq_um=8.19
export IMPL_period_used=0.938
export IMPL_fin_area_sq_um=10700
export IMPL_seq_area_frac_synth=0.211
export IMPL_cp_required_ns=7.92
export IMPL_avgViaCountPerCell=5.65
export IMPL_clkSinkCount=94
export IMPL_rsz0062_at_grt="false"
export IMPL_grt_busiest_layer="met2"
export IMPL_topCombFamilyByArea="simple AND/OR/NAND/NOR gates"
export IMPL_hpwl_um=18700
export IMPL_power_density_nw_per_um2=165
export IMPL_final_layout_size_suffix_gt1_frac=0.101
export IMPL_dr_first_iter_drc_count=364
export IMPL_routabilityCongestion=0.954
export IMPL_netlist_cell_type_count=94
export IMPL_slowest_delay_ns=0.57
export IMPL_cts_setup_buffers=0
export IMPL_totalWireLength_um=24800
export IMPL_grtUsageMet1=0.391
export IMPL_fp_util=0.515
export IMPL_grt_util_met3=0.0327
export IMPL_async_flop_share=0
export IMPL_cts_resized_gates=0
export IMPL_fin_crit_ns=9.29
export IMPL_edf_count=9
export IMPL_slowest_stage="or4_1"
export IMPL_synthAoiAreaFrac=0.172
[power breakdown]
part | leakage, nW | switching [W] | internal [W] | total, W
logic | 3.75 | 0.000580 | 0.000415 | 0.000995
clock network | 0.150 | 0.000182 | 0.000181 | 0.000364
registers | 0.795 | 0.00000876 | 0.000393 | 0.000401
[critical path, delay by kind of cell (launching register included)]
family / cells / cell delay (ns)
fa+ha+maj: 3 / 0.97
compound gates: 10 / 1.87
flops: 1 / 0.39
buf+inv: 4 / 1.12
mux: 1 / 0.27
simple gates: 6 / 1.76
xor+xnor: 2 / 0.55
[worst paths after layout]
kind                            from                      end  slack (ns)
max                   ref_pipe[0][5]                pe_dir[4]        0.61
min          genblk3[3].u_pe.out1[1]  genblk3[3].u_pe.out2[1]        0.50
max reg2reg           ref_pipe[0][5]  genblk3[2].u_pe.out1[4]        3.29
min reg2reg  genblk3[3].u_pe.out1[1]  genblk3[3].u_pe.out2[1]        0.50
[synthesized netlist by cell type (10+ instances only)]
master / count / share of area
and3_1: 47 / 0.031
o21ai_0: 44 / 0.024
a21oi_1: 50 / 0.027
a31oi_1: 12 / 0.0080
nand2_1: 60 / 0.024
buf_4: 15 / 0.012
nor3_1: 47 / 0.025
o21a_1: 20 / 0.016
nand2b_1: 11 / 0.0074
xor2_1: 53 / 0.050
nor4_1: 12 / 0.0080
nor2b_1: 20 / 0.013
nor2_1: 107 / 0.043
clkbuf_1: 27 / 0.011
ha_1: 97 / 0.13
a21o_1: 11 / 0.0088
dfxtp_1: 85 / 0.18
nand4_1: 14 / 0.0094
inv_1: 64 / 0.026
nand3_1: 29 / 0.016
mux2i_1: 19 / 0.020
xnor2_1: 85 / 0.080
and2_1: 20 / 0.013
mux2_2: 14 / 0.017
nor3b_1: 10 / 0.0080
[layout make-up]
class / instances / area, sq um / share of cell area
clock buffers: 9 / 225 / 0.0211
inverters: 73 / 274 / 0.0257
clock inverters: 7 / 81.3 / 0.00763
multi-input cells: 933 / 6890 / 0.646
repair buffers: 102 / 931 / 0.0873
flip-flops and latches: 94 / 1970 / 0.185
well taps: 229 / 287 / 0.0269
[state kept, by name, summed over array words and instances (netlist names)]
register,cells
genblk3.u_pe.out1,40
genblk3.u_pe.out2,32
genblk3.u_pe.read_r,10
ref_pipe,8
v_pipe,4
[through the flow]
step | hold WS, ns | setup slack, ns | std cells
CTS | 0.504 | 0.327 | 1447
global placement | 0.489 | 0.772 | 1431
detailed placement | 0.490 | 0.781 | 1431
finish | 0.503 | 0.610 | 1447
global route | 0.512 | 0.00214 | 1447
floorplan | 0.475 | 1.86 | 1150
[cells by family after synthesis]
| kind of cell | Yosys count |
|---|---|
| other | 1 |
| xor gates and xnor gates | 146 |
| adders and majority gates | 102 |
| DFF | 94 |
| buffers and inverters | 123 |
| AOI/OAI and AO/OA | 225 |
| muxes | 34 |
| and+or+nand+nor | 416 |
[metal layers]
layer  share of wire  vias up
li1                -     4193
met1            0.47     3756
met2            0.46      183
met3           0.049       41
met4           0.024        0
met5               0        -
[layout by cell type (no fill, tap or decap), types with 29 or more instances in the layout]
cell,count
dfxtp_1,85
nor3_1,47
nand3_1,29
inv_1,64
clkdlybuf4s50_1,66
o21ai_0,43
nand2_1,60
buf_4,36
a21oi_1,50
and3_1,47
xnor2_1,85
nor2_1,106
ha_1,97
xor2_1,53
Power and IR drop assume default switching activity.
